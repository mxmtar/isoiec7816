==> flow/design.v <==
`timescale 1us/1ns
module isoiec7816_transmitter (
    clock,
    reset,
    serial,
    oe,
    inverse,
    etu,
    egt,
    char,
    load,
    transmitted,
    error
);
    input clock;
    input reset;
    output serial;
    output oe;
    input inverse;
    input [10:0] etu;
    input [7:0] egt;
    input [7:0] char;
    input load;
    output transmitted;
    input error;
    reg serial;
    reg oe;
    reg done;
    reg transmitted;
    reg [7:0] char_internal;
    reg [11:0] serializer;
    reg [10:0] etu_counter;
    reg [7:0] egt_counter;
    reg parity;
    always @ (char_internal) begin
        parity = (char_internal[0] ^ char_internal[1] ^ char_internal[2] ^ char_internal[3] ^ char_internal[4] ^ char_internal[5] ^ char_internal[6] ^ char_internal[7]);
    end
    always @ (posedge clock) begin
        if (reset == 1'b1) begin
            serial <= 1'b1;
            oe <= 1'b0;
            done <= 1'b1;
            char_internal <= 8'h00;
            serializer <= 12'h000;
            etu_counter <= 11'h7ff;
            egt_counter <= 8'd0;
        end else begin
            char_internal <= char;
            if (done == 1'b1) begin
                if (load == 1'b1) begin
                    if (inverse == 1'b1) begin
                        serializer <= {1'b0, ~char_internal, ~parity, 2'b11};
                    end else begin
                        serializer <= {2'b11, parity, char_internal, 1'b0};
                    end
                    etu_counter <= 11'h000;
                    egt_counter <= egt;
                    done <= 1'b0;
                    serial <= 1'b1;
                    oe <= 1'b1;
                end
            end else if (etu_counter == 11'h000) begin
                etu_counter <= etu;
                if (((inverse == 1'b0) && (serializer == 12'b0000_0000_0011)) || ((inverse == 1'b1) && (serializer == 12'b1100_0000_0000))) begin
                    oe <= 1'b0;
                end
                if (serializer == 12'b0000_0000_0000) begin
                    if (egt_counter == 8'h00) begin
                        done <= 1'b1;
                    end else begin
                        egt_counter <= egt_counter - 1'b1;
                    end
                end else begin
                    if (inverse == 1'b1) begin
                        serial <= serializer[11];
                        serializer <= {serializer[10:0], 1'b0};
                    end else begin
                        serial <= serializer[0];
                        serializer <= {1'b0, serializer[11:1]};
                    end
                end
            end else begin
                etu_counter <= etu_counter - 1'b1;
            end
        end
    end
    always @ (negedge clock) begin
        if (reset == 1'b1) begin
            transmitted <= 1'b0;
        end else begin
            if ((etu_counter == 11'h001) && (egt_counter == 8'h00) && (transmitted == 1'b0) && (done == 1'b0)
                    && (((inverse == 1'b0) && (serializer == 12'h001)) || ((inverse == 1'b1) && (serializer == 12'h100)))) begin
                transmitted <= 1'b1;
            end else begin
                transmitted <= 1'b0;
            end
        end
    end
endmodule
==> flow/run.sh <==
#!/bin/bash
# OpenROAD 26Q1-2900-gdf79404cd8, Yosys 0.63+post, stock flow scripts
make -C /OpenROAD-flow-scripts/flow DESIGN_CONFIG=/design/flow/config.mk WORK_HOME=/design/flow/orfs finish
==> flow/config.mk <==
export PLATFORM = sky130hd
export DESIGN_NAME = isoiec7816_transmitter
export DESIGN_NICKNAME = isoiec7816_transmitter
export VERILOG_FILES = /design/flow/design.v
export SDC_FILE = /design/flow/constraint.sdc
export NUM_CORES = 4
export LEC_CHECK = 1
export CORE_UTILIZATION = 40
==> flow/constraint.sdc <==
current_design isoiec7816_transmitter

set clk_period 4.0
set clk_io_pct 0.2

create_clock -name clk0 -period $clk_period [get_ports {clock}]

set non_clock_inputs [all_inputs -no_clocks]
set_input_delay [expr $clk_period * $clk_io_pct] -clock clk0 $non_clock_inputs
set_output_delay [expr $clk_period * $clk_io_pct] -clock clk0 [all_outputs]
==> results.txt <==
Notes on the flow outputs.

- The run finished with clean final reports.
- The fraction of synthesized cell area taken by the top area cell type is 0.340.
- A synthesized cell averages 8.27 um^2.
- The number of flops mapped to enable cells by yosys reads 0.
- The number of vias in the routed layout is 2257.
- The logic depth of the worst path, buffers included is 5.
- For this design the static power due to leakage is 0.00112 uW.
- At the later pin of the worst-skew pair, clock insertion delay measures 350 ps.
- The worst hold path belongs to the class reg2reg.
- The timing report gives the worst reg2reg path a setup slack of 340 ps.
- The start point of the critical path is reset.
- For the worst flop-to-flop path, the logic depth is 5.
- The final max-slew violation count is 0.
- The maximum cell stage delay along the critical path is 680 ps.
- The clock-pin slew reported for the worst setup and hold paths after clock tree synthesis reads 90 ps.
- The number of iterations in the first detailed-routing pass is 4.
- The count of state elements after synthesis is 43.
- The first global-routing pass estimated 10000 um of wire.
- The number of antenna violations at the first check in global routing came to 0.
- The clock sink count reads 43.
- The overall die size recorded for this design is 0.00665 mm^2.
- The number of H-tree levels is 2.
- The number of maximum-capacitance violations is 0.
- The worst register-to-register path begins at serializer[2].
- Counting the warning lines in the Yosys log gives 1.
- The overall fraction of global-route tracks in use reads 0.202.
- The reg-to-reg critical path endpoint reads transmitted.
- The max-slew check reports its worst relative slack as 0.507.
- The combined area of all synthesized cells reads 0.00253 mm^2.
- For reference, the most critical setup path is categorized as in2reg.
- Per the post-run analysis, buffers plus inverters along the critical path come to 1.
- The count of boundary I/O pins reads 35.
- OpenSTA lists the critical path endpoint as transmitted.
- The number of buffers between clock root and the deepest sink is 2.
- Setup repair after global routing left no endpoint under its margin.
- In this run the critical path is formed by clkdlybuf4s50_1 -> or4b_2 -> nor3_1 -> nand3_1 -> nor2_1.
- The number of cell instances after yosys synthesis reads 306.
- The pin count of the biggest net entering global routing is 54.
- The via-per-instance ratio is 5.56.
- Across all stage logs, warnings added up to 30.
- Synthesis handed over a netlist of 306 instances.
- The CTS root buffer reads sky130_fd_sc_hd__clkbuf_8.
- The signed area change from the synthesized netlist to the final layout reads 18.9%.
- The post-route clock skew reads 54.5 ps.
- The timing report shows that the slowest cell on the worst path is sky130_fd_sc_hd__or4b_2.
- The routed design shows a wire length per standard cell of 14.9 um.
- Detailed-route iteration 0 reported a violation count of 130.
- The final cell area excluding filler cells is 0.00301 mm^2.
- The type of element launching the critical path is an input port.
- The final setup violation count reads 0.
- The fraction of registers with async set/reset reads 0.
- The maximum vdd drop reads 0.155 mV.
- The number of port buffers reads 33.
- In the post-synthesis netlist, the biggest area contributors are sky130_fd_sc_hd__dfxtp_1 (34%), sky130_fd_sc_hd__o21ai_0 (5.1%), sky130_fd_sc_hd__a21oi_1 (4.4%).
- The number of design rule violations left after detail routing reads 0.
- The instance area after placement is 0.00291 mm^2.
- The detail route stage leaves a number of antenna-violating nets equal to 0.
- The number of buffers created by CTS reads 5.
- The synthesized netlist has a Yosys-reported chip area of 0.00253 mm^2.
- After floorplanning, the core was divided into 28 placement rows.
- At the floorplan stage, the core utilization is reported as 0.420.
- Detailed placement ended at an HPWL of 3960 um.
- The maximum fanout count along the critical path reads 2.
- The total global routing overflow is 0.
- The distinct cell type count of the synthesized netlist reads 50.
- The area of the core reads 0.00603 mm^2.
- The top flip-flop cell by instance count after synthesis is sky130_fd_sc_hd__dfxtp_1.
- According to the floorplan report, the die height is 81.5 um.
- In the routed netlist, the antenna diode instances number 0.
- The clock tree from TritonCTS reads yes.
- The data required time at the worst endpoint reads 2280 ps.
- The category of cells accounting for the largest share of critical-path delay is simple AND/OR/NAND/NOR gates.
- The number of global-route vias before repair was 2054.
- At the pin with the least slew margin, the transition time is 734 ps.
- The endpoint arrival time on the critical path reads 2240 ps.
- The layout summary lists the proportion of cells stronger than drive strength 1 as 0.0876.
- The library cell occupying the most area in the post-synthesis netlist is sky130_fd_sc_hd__dfxtp_1.
- The routability-driven placement congestion ratio is 0.817.
- The total wirelength of the detailed-routed design reads 6050 um.
- The design draws 1070 uW.
- The final number of hold-violating endpoints reads 0.
- The sequential share of the synthesized area is 0.340.
- The die width reads 81.5 um.
- Fill cells in the final layout number 579.
- The endpoint type of the worst setup path is a flop.
- The script computed a power per unit cell area of 355 mW/mm^2.
synth_stat cells, types with 2 or more instances:
library cell and n:
sky130_fd_sc_hd__a21oi_1 22, sky130_fd_sc_hd__ha_1 5, sky130_fd_sc_hd__nor3_1 9, sky130_fd_sc_hd__nand3_1 18
sky130_fd_sc_hd__o22ai_1 3, sky130_fd_sc_hd__or4_4 2, sky130_fd_sc_hd__dfxtp_1 43, sky130_fd_sc_hd__mux4_1 2
sky130_fd_sc_hd__clkbuf_1 20, sky130_fd_sc_hd__mux4_2 4, sky130_fd_sc_hd__xor2_1 5, sky130_fd_sc_hd__nor4_1 5
sky130_fd_sc_hd__xnor2_1 10, sky130_fd_sc_hd__nand4_1 2, sky130_fd_sc_hd__a311oi_1 4, sky130_fd_sc_hd__nor2_1 18
sky130_fd_sc_hd__nor3b_1 2, sky130_fd_sc_hd__mux2i_1 10, sky130_fd_sc_hd__o31ai_1 5, sky130_fd_sc_hd__or3_1 3
sky130_fd_sc_hd__a211oi_1 4, sky130_fd_sc_hd__inv_1 14, sky130_fd_sc_hd__or4_1 2, sky130_fd_sc_hd__a31oi_1 9
sky130_fd_sc_hd__nand2_1 24, sky130_fd_sc_hd__nor2b_1 10, sky130_fd_sc_hd__o21ai_0 26, sky130_fd_sc_hd__a311o_1 3
power by group:
| group | switching, uW | leakage (uW) | total (uW) | internal (uW) |
|---|---|---|---|---|
| combinational | 130 | 0.000710 | 253 | 123 |
| clock | 168 | 0.0000570 | 311 | 143 |
| sequential | 39.5 | 0.000357 | 502 | 462 |
layer usage:
layer | GRT usage | part of all wire | vias to the layer above
li1 | - | - | 1169
met1 | 0.334 | 0.51 | 1034
met2 | 0.287 | 0.43 | 49
met3 | 0.0428 | 0.054 | 5
met4 | 0.0161 | 0.0098 | 0
met5 | 0 | 0 | -
worst register-to-register path, cell delays in order (launching register included):
cell and delay, ps:
sky130_fd_sc_hd__dfxtp_1 340, sky130_fd_sc_hd__or3_1 420, sky130_fd_sc_hd__or4_1 500, sky130_fd_sc_hd__nor3_1 210
sky130_fd_sc_hd__nand3_1 90, sky130_fd_sc_hd__nor2_1 90
cell families after synthesis:
family,count (synthesis),synth area share
AND-OR/OR-AND,88,0.222
XOR/XNOR,15,0.0519
adder cells (fa/ha/maj),5,0.0247
buffers and inverters,38,0.0593
flip-flops,43,0.340
multiplexers,17,0.100
AND/OR/NAND/NOR,100,0.201
sequential cells by signal, summed over array words and instances (netlist names):
name / flops
oe: 1
etu_counter: 11
serializer: 12
egt_counter: 8
done: 1
serial: 1
transmitted: 1
char_internal: 8
area by class of cell:
cell class | instances | area [um^2] | share of cell area
Clock inverter | 3 | 18.8 | 0.00624
Sequential cell | 43 | 862 | 0.287
Inverter | 15 | 56.3 | 0.0187
Clock buffer | 6 | 82.6 | 0.0275
Timing Repair Buffer | 39 | 375 | 0.125
Tap cell | 75 | 93.8 | 0.0312
Multi-Input combinational cell | 225 | 1520 | 0.505
worst min path at each step:
| stage | cells after the start | from | slack [ps] | end |
|---|---|---|---|---|
| 4_1_cts | 2 | egt_counter[6] | 490 | egt_counter[6] |
| 6_report | 2 | egt_counter[6] | 490 | egt_counter[6] |
| 5_1_grt | 2 | egt_counter[6] | 510 | egt_counter[6] |
through the flow:
| step | instances | TNS, ps | setup slack (ps) | utilization | hold slack, ps |
|---|---|---|---|---|---|
| 6_report | 406 | 0 | 45.7 | 0.499 | 486 |
| 5_1_grt | 406 | 0 | 1.17 | 0.499 | 509 |
| 4_1_cts | 406 | 0 | 16.7 | 0.499 | 489 |
| 3_5_place_dp | 398 | -318 | -318 | 0.483 | 471 |
| 3_3_place_gp | 398 | -294 | -294 | 0.483 | 464 |
| 2_1_floorplan | 306 | 0 | 55.8 | - | 412 |
what timing repair did:
| action | 4_1_cts | 5_1_grt |
|---|---|---|
| hold buffers | 0 | 0 |
| setup buffers | 0 | 0 |
| resized | 0 | 1 |
| endpoints found under the setup margin | 0 | 1 |
placed cells by master, fill, tap and decap left out, types with 2 or more instances in the layout:
cell / synthesis / layout
sky130_fd_sc_hd__dfxtp_1: 43 / 42
sky130_fd_sc_hd__clkdlybuf4s50_1: 0 / 33
sky130_fd_sc_hd__o21ai_0: 26 / 26
sky130_fd_sc_hd__nand2_1: 24 / 24
sky130_fd_sc_hd__a21oi_1: 22 / 22
sky130_fd_sc_hd__nor2_1: 18 / 18
sky130_fd_sc_hd__nand3_1: 18 / 18
sky130_fd_sc_hd__inv_1: 14 / 14
sky130_fd_sc_hd__xnor2_1: 10 / 10
sky130_fd_sc_hd__mux2i_1: 10 / 10
sky130_fd_sc_hd__nor2b_1: 10 / 10
sky130_fd_sc_hd__nor3_1: 9 / 9
sky130_fd_sc_hd__a31oi_1: 9 / 9
sky130_fd_sc_hd__clkbuf_8: 0 / 6
sky130_fd_sc_hd__buf_4: 0 / 6
sky130_fd_sc_hd__nor4_1: 5 / 5
sky130_fd_sc_hd__xor2_1: 5 / 5
sky130_fd_sc_hd__o31ai_1: 5 / 5
sky130_fd_sc_hd__ha_1: 5 / 5
sky130_fd_sc_hd__a311oi_1: 4 / 4
sky130_fd_sc_hd__a211oi_1: 4 / 4
sky130_fd_sc_hd__mux4_2: 4 / 4
sky130_fd_sc_hd__or3_1: 3 / 3
sky130_fd_sc_hd__a311o_1: 3 / 3
sky130_fd_sc_hd__o22ai_1: 3 / 3
sky130_fd_sc_hd__or4_1: 2 / 2
sky130_fd_sc_hd__or4_4: 2 / 2
sky130_fd_sc_hd__nor3b_1: 2 / 2
sky130_fd_sc_hd__nand4_1: 2 / 2
sky130_fd_sc_hd__mux4_1: 2 / 2
No activity file was given, so power comes from the tool's default toggle rates.
