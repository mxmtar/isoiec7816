## flow/run.sh

```bash
#!/bin/bash
# OpenROAD 26Q1-2900-gdf79404cd8, Yosys 0.63+post, stock flow scripts
make -C /OpenROAD-flow-scripts/flow DESIGN_CONFIG=/design/flow/config.mk WORK_HOME=/design/flow/orfs finish
```

## flow/config.mk

```make
export PLATFORM = sky130hd
export DESIGN_NAME = isoiec7816_device
export DESIGN_NICKNAME = isoiec7816_device
export VERILOG_FILES = /design/flow/design.v
export SDC_FILE = /design/flow/constraint.sdc
export NUM_CORES = 4
export LEC_CHECK = 1
export CORE_UTILIZATION = 30
```

## flow/constraint.sdc

```tcl
current_design isoiec7816_device

set clk_period 4.1
set clk_io_pct 0.2

create_clock -name clk0 -period $clk_period [get_ports {clock_in}]

set non_clock_inputs [all_inputs -no_clocks]
set_input_delay [expr $clk_period * $clk_io_pct] -clock clk0 $non_clock_inputs
set_output_delay [expr $clk_period * $clk_io_pct] -clock clk0 [all_outputs]
```

## flow/design.v

```verilog
`timescale 1us/1ns
module isoiec7816_device (
    vcc,
    clk,
    rst,
    i_o,
    clock_in,
    reset_in,
    enable,
    testpoint
);
    output vcc;
    output clk;
    output rst;
    inout i_o;
    input clock_in;
    input reset_in;
    input enable;
    output [7:0] testpoint;
    reg vcc = 1'bz;
    reg clk = 1'bz;
    reg rst = 1'bz;
    reg reception = 1'b1;
    reg clk_en = 1'b0;
    reg [15:0] counter;
    reg [3:0] state, state_next;
    parameter [3:0] STATE_INACTIVE      = 4'h0;
    parameter [3:0] STATE_ACTIVATION    = 4'h1;
    parameter [3:0] STATE_WAIT_FOR_ATR  = 4'h2;
    parameter [3:0] STATE_DEACTIVATION  = 4'h3;
    parameter [3:0] STATE_COOLDOWN      = 4'h4;
    assign testpoint = 8'hzz;
    always @ (clk_en or clock_in) begin
        if (clk_en == 1'b1) begin
            clk = clock_in;
        end else begin
            clk = 1'bz;
        end
    end
    always @ (posedge clock_in) begin
        if (reset_in == 1'b1) begin
            state <= STATE_INACTIVE;
            reception <= 1'b1;
            clk_en <= 1'b0;
            counter <= 16'hffff;
        end else begin
            state <= state_next;
            case (state)
                STATE_INACTIVE: begin
                    vcc <= 1'bz;
                    clk_en <= 1'b0;
                    rst <= 1'bz;
                    reception <= 1'b1;
                    counter <= 16'hffff;
                end
                STATE_ACTIVATION: begin
                    if (counter == 16'hffff) begin
                        counter <= 16'd200;
                        vcc <= 1'b1;
                        rst <= 1'b0;
                    end else if (counter == 16'd150) begin
                        reception <= 1'b1;
                        counter <= 16'd149;
                    end else if (counter == 16'd100) begin
                        clk_en <= 1'b1;
                        counter <= 16'd99;
                    end else if (counter == 16'h0000) begin
                        rst <= 1'b1;
                        counter <= 16'hffff;
                    end else begin
                        counter <= counter - 1'b1;
                    end
                end
                STATE_WAIT_FOR_ATR: begin
                    if (counter == 16'hffff) begin
                        counter <= 16'd20000;
                    end else if (counter == 16'h0000) begin
                        counter <= 16'hffff;
                    end else begin
                        counter <= counter - 1'b1;
                    end
                end
                STATE_DEACTIVATION: begin
                    if (counter == 16'hffff) begin
                        counter <= 16'd99;
                    end else begin
                        counter <= counter - 1'b1;
                    end
                end
                STATE_COOLDOWN: begin
                    if (counter == 16'hffff) begin
                        counter <= 16'd1000;
                        vcc <= 1'b0;
                        clk_en <= 1'b0;
                        rst <= 1'b0;
                    end else begin
                        counter <= counter - 1'b1;
                    end
                end
            endcase
        end
    end
    always @ (state or enable or counter) begin
        case (state)
            STATE_INACTIVE: begin
                if (enable == 1'b1) begin
                    state_next = STATE_ACTIVATION;
                end else begin
                    state_next = STATE_INACTIVE;
                end
            end
            STATE_ACTIVATION: begin
                if (counter == 16'h0000) begin
                    state_next = STATE_WAIT_FOR_ATR;
                end else begin
                    state_next = STATE_ACTIVATION;
                end
            end
            STATE_WAIT_FOR_ATR: begin
                if (counter == 16'h0000) begin
                    state_next = STATE_DEACTIVATION;
                end else begin
                    state_next = STATE_WAIT_FOR_ATR;
                end
            end
            STATE_DEACTIVATION: begin
                if (counter == 16'h0000) begin
                    state_next = STATE_COOLDOWN;
                end else begin
                    state_next = STATE_DEACTIVATION;
                end
            end
            STATE_COOLDOWN: begin
                if (counter == 16'h0000) begin
                    state_next = STATE_INACTIVE;
                end else begin
                    state_next = STATE_COOLDOWN;
                end
            end
            default: begin
                state_next = STATE_INACTIVE;
            end
        endcase
    end
    wire bit_rx;
    wire [7:0] char_rx;
    wire char_rx_received;
    isoiec7816_receiver receiver (
        .clock(clk),
        .reset(~rst),
        .enable(1'b1),
        .serial(i_o),
        .inverse(1'b0),
        .etu(11'd63),
        .bit_value(bit_rx),
        .char(char_rx),
        .received(char_rx_received)
    );
endmodule
`timescale 1us/1ns
module isoiec7816_receiver (
    clock,
    reset,
    enable,
    serial,
    inverse,
    etu,
    bit_value,
    char,
    received
);
    input clock;
    input reset;
    input enable;
    input serial;
    input inverse;
    input [10:0] etu;
    output bit_value;
    output [7:0] char;
    output received;
    reg [1:0] serial_sample;
    reg [10:0] etu_counter;
    reg bit_received;
    reg bit_value;
    reg [7:0] char;
    reg received;
    reg parity;
    reg [11:0] data_internal;
    reg [3:0] state, state_next;
    parameter [3:0] IDLE        = 4'h0;
    parameter [3:0] START_BIT   = 4'h1;
    parameter [3:0] BIT_0       = 4'h2;
    parameter [3:0] BIT_1       = 4'h3;
    parameter [3:0] BIT_2       = 4'h4;
    parameter [3:0] BIT_3       = 4'h5;
    parameter [3:0] BIT_4       = 4'h6;
    parameter [3:0] BIT_5       = 4'h7;
    parameter [3:0] BIT_6       = 4'h8;
    parameter [3:0] BIT_7       = 4'h9;
    parameter [3:0] PARITY_BIT  = 4'ha;
    parameter [3:0] STOP_BIT0   = 4'hb;
    parameter [3:0] STOP_BIT1   = 4'hc;
    parameter [3:0] ERROR       = 4'hf;
    always @ (data_internal) begin
        parity = (data_internal[3] ^ data_internal[4] ^ data_internal[5] ^ data_internal[6] ^ data_internal[7] ^ data_internal[8] ^ data_internal[9] ^ data_internal[10]);
    end
    always @ (negedge clock) begin
        if (reset == 1'b1) begin
            received <= 1'b0;
        end else begin
            if ((state == START_BIT)
                    && (((inverse == 1'b1) && (data_internal[11] == 1'b0)) || ((inverse == 1'b0) && (data_internal[0] == 1'b0)))
                    && (received == 1'b0)) begin
                received <= 1'b1;
            end else begin
                received <= 1'b0;
            end
        end
    end
    always @ (posedge clock) begin
        if (reset == 1'b1) begin
            serial_sample <= 2'b11;
            etu_counter <= 11'h000;
            bit_received <= 1'b0;
            bit_value <= 1'b0;
            data_internal <= 12'hfff;
            state <= IDLE;
        end else begin
             if (enable == 1'b1) begin
                serial_sample <= {serial_sample[0], serial};
                if ((state == START_BIT) && (serial_sample[1] == 1'b1) && (serial_sample[0] == 1'b0)) begin
                    etu_counter <= {1'b0, etu[10:1]};
                end else if (etu_counter == 11'h000) begin
                    bit_received <= 1'b1;
                    bit_value <= serial_sample[1];
                    if (inverse == 1'b1) begin
                        data_internal <= {data_internal[10:0], ~serial_sample[1]};
                        char <= data_internal[11:4];
                    end else begin
                        data_internal <= {serial_sample[1], data_internal[11:1]};
                        char <= data_internal[9:2];
                    end
                    etu_counter <= etu;
                end else begin
                    etu_counter <= etu_counter - 1'b1;
                    bit_received <= 1'b0;
                end
                state <= state_next;
                case (state)
                    IDLE: begin
                        data_internal <= 12'hfff;
                    end
                    START_BIT: begin
                        if (((inverse == 1'b1) && (data_internal[11] == 1'b0)) || ((inverse == 1'b0) && (data_internal[0] == 1'b0))) begin
                            data_internal <= 12'hfff;
                        end
                    end
                endcase
            end
        end
    end
    always @ (state or bit_received or bit_value or parity) begin
        case (state)
            IDLE: if ((bit_received == 1'b1) && (bit_value == 1'b1)) begin
                state_next = START_BIT;
            end else begin
                state_next = IDLE;
            end
            START_BIT: if ((bit_received == 1'b1) && (bit_value == 1'b0)) begin
                state_next = BIT_0;
            end else begin
                state_next = START_BIT;
            end
            BIT_0: if (bit_received == 1'b1) begin
                state_next = BIT_1;
            end else begin
                state_next = BIT_0;
            end
            BIT_1: if (bit_received == 1'b1) begin
                state_next = BIT_2;
            end else begin
                state_next = BIT_1;
            end
            BIT_2: if (bit_received == 1'b1) begin
                state_next = BIT_3;
            end else begin
                state_next = BIT_2;
            end
            BIT_3: if (bit_received == 1'b1) begin
                state_next = BIT_4;
            end else begin
                state_next = BIT_3;
            end
            BIT_4: if (bit_received == 1'b1) begin
                state_next = BIT_5;
            end else begin
                state_next = BIT_4;
            end
            BIT_5: if (bit_received == 1'b1) begin
                state_next = BIT_6;
            end else begin
                state_next = BIT_5;
            end
            BIT_6: if (bit_received == 1'b1) begin
                state_next = BIT_7;
            end else begin
                state_next = BIT_6;
            end
            BIT_7: if (bit_received == 1'b1) begin
                state_next = PARITY_BIT;
            end else begin
                state_next = BIT_7;
            end
            PARITY_BIT: if (bit_received == 1'b1) begin
                if (bit_value == parity) begin
                    state_next = STOP_BIT0;
                end else begin
                    state_next = ERROR;
                end
            end else begin
                state_next = PARITY_BIT;
            end
            STOP_BIT0: if (bit_received == 1'b1) begin
                if (bit_value == 1'b1) begin
                    state_next = STOP_BIT1;
                end else begin
                    state_next = IDLE;
                end
            end else begin
                state_next = STOP_BIT0;
            end
            STOP_BIT1: if (bit_received == 1'b1) begin
                if (bit_value == 1'b1) begin
                    state_next = START_BIT;
                end else begin
                    state_next = IDLE;
                end
            end else begin
                state_next = STOP_BIT1;
            end
            ERROR: begin
                state_next = IDLE;
            end
            default: begin
                state_next = IDLE;
            end
        endcase
    end
endmodule
```

==> results_slide.txt <==
Flow Results at a Glance

Worst setup path
  • Crit path largest cell delay: between 300 and 400 ps
  • Top cell by count, worst path: clkbuf_8
  • Max FO, Critical Path: 2
  • CP Data Arrival Time: 2650 ps
  • Crit-path leading delay family: buffers and inverters
  • CP Launch Type: clock port
  • Crit Path Class: clk2out
  • Required @ worst endpoint: 3280 ps
  • Worst path slowest cell: clkdlybuf4s50_1
  • Critical path, cell by cell: clkbuf_8 > clkbuf_8 > clkdlybuf4s50_1
  • Buf/Inv on CP: 3
  • Capturing element type of the critical path: primary output

Layout
  • Register area: roughly 480 um2
  • Logic area: 0.001176 mm2
  • Ratio of cells with drive above 1 in the final layout: 0.1272
  • Layout area overhead: 5.456%
  • # fillers: 590

Global route
  • Antenna violations before repair: 0
  • Largest net degree at the start of global routing: 18
  • Grt total ovfl: 0
  • Number of global-route vias before repair: 1494
  • Gr usage total: 0.1498
  • Global-route wire length before repair: 7348 um

Timing
  • Endpoints left unconstrained: 1
  • # setup viols final: 0
  • Max-slew headroom: 0.4903
  • Max Transition Viols Final: 0
  • Clock skew: roughly 1.8 ps
  • Setup TNS: 0 ps
  • Final hold viol count: 0
  • Unrepaired setup endpoints after global routing: no
  • Worst slew pin tran: 764.5 ps

Detailed routing
  • DR vias: 1665
  • Via density: roughly 5.6
  • N_diodes: 0
  • Pre-antenna DRT Iters: 4
  • Routed len/inst: 14.63 um
  • DR iter-0 viols: 190
  • Antenna Nets Post-Route: 0
  • Residual DRC: 0
  • Routed WL: 4390 um

Synth
  • Ys async rst share: 0
  • Yosys cell count: 233
  • Distinct lib cells used: between 60 and 70
  • Post-Syn Area per Cell: between 7 and 8 um2
  • Register bit total from synthesis: 23
  • Commonest cells post-synth: nor2_1, dfxtp_1, a21oi_1, nand2_1, nor3_1
  • Post-Syn Instances: roughly 230
  • Seq share, synth: 0.2652
  • Number of enable flip-flop cells: 2
  • Synth top area share: 0.2320
  • Top-count cell post-synth: nor2_1
  • Yosys Warn Count: 9
  • Synth Flop Type: dfxtp_1
  • Cell Area, Synth: between 0.0015 and 0.002 mm2
  • Top cells by area: dfxtp_1, nor2_1, a21oi_1
  • Dominant cell type by area after synthesis: dfxtp_1
  • YS chip area: 0.001812 mm2

Floorplan
  • CORE AREA: 0.005675 mm2
  • Die Ht: roughly 80 um
  • Die X: between 70 and 80 um
  • Row cnt: 27
  • Io pins: 15
  • FP Core Util: 0.3192
  • Die area: 0.006354 mm2

Hold path
  • Tightest Hold Check Type: reg2reg

Clock tree
  • Post_cts resized: 0
  • Clock slew at reported path FFs: roughly 90 ps
  • CTS tree: done
  • Postcts setup bufs: 0
  • Clk latency late pin: 370 ps
  • Post-CTS Hold Fix Bufs: 0

Power and ir drop
  • Leakage: 0.6592 nW
  • Final Power: 0.6199 mW
  • Pwr/cell area: 324.4 mW/mm2
  • Worst vdd ir: 0.1290 mV

Placed design
  • Port bufs: 5
  • Final GP Congestion: 0.8890
  • Dpl hpwl: 3051 um

Flow run
  • Maximum capacitance violations: 0
  • Tool warnings: 30

Status
  • Status: completed
per-stage QoR:
step | utilization | std cells | setup slack [ps] | hold slack [ps] | area (um2)
finish | 0.3366 | 300 | 625.4 | 569.5 | 1911
CTS | 0.3366 | 300 | 616.0 | 572.5 | 1911
detailed placement | 0.3212 | 293 | 862.6 | 554.3 | 1823
floorplan | - | 240 | 1132 | 513.9 | 1838
global placement | 0.3212 | 293 | 862.6 | 553.8 | 1823
global route | 0.3366 | 300 | 597.2 | 614.7 | 1911
path summary, 6_finish.rpt:
check / startpoint / cells past startpoint / slack (ps) / to
max: clock_in / 3 / 630 / clk
min: counter[1] / 2 / 570 / counter[1]
max reg2reg: counter[0] / 8 / 1500 / rst
min reg2reg: counter[1] / 2 / 570 / counter[1]
area by class of cell:
type                       count  share of cell area
multi-input combinational    187              0.6156
sequential                    23              0.2515
clock buffer                   7             0.04846
tap                           72             0.04715
timing repair buffer           5             0.02489
inverter                       5            0.009823
clock inverter                 1            0.002620
where the power goes:
group          total (mW)  internal [mW]  switching, mW
clock               0.236          0.145         0.0903
sequential          0.268          0.241         0.0278
combinational       0.116         0.0464         0.0692
state kept, by name, indices dropped and copies added (netlist names):
signal / cells
vcc: 1
counter: 16
state: 5
rst: 1
worst register-to-register path, cell delays in order (launching register included):
cell	delay, ps
dfxtp_1	380
inv_1	160
ha_1	160
or3b_1	350
nand3b_1	210
or2_1	540
a21oi_1	260
nor2_1	60
nor3_1	190
placed cells by master (no fill, tap or decap), types with 2 or more instances in the layout:
master | Yosys | layout
or4_4 | 2 | 2
o21a_1 | 2 | 2
edfxtp_1 | 2 | 2
nor3_1 | 12 | 12
o311a_1 | 2 | 2
a21oi_2 | 3 | 3
nand2b_1 | 2 | 2
a21o_1 | 2 | 2
o22ai_1 | 2 | 2
a211o_1 | 2 | 2
clkdlybuf4s50_1 | 0 | 5
clkbuf_8 | 0 | 6
mux2i_1 | 2 | 2
o21ai_1 | 3 | 3
or3_1 | 5 | 5
nor2_4 | 2 | 2
nor3_2 | 3 | 3
inv_1 | 5 | 5
a211oi_1 | 2 | 2
ha_1 | 4 | 4
nor2_1 | 34 | 34
nand4_1 | 7 | 7
a21oi_1 | 17 | 17
o21ai_0 | 10 | 10
nor4_1 | 3 | 3
a31oi_1 | 5 | 5
nor4_2 | 2 | 2
xor2_1 | 3 | 3
conb_1 | 1 | 8
nand3_1 | 4 | 4
dfxtp_1 | 21 | 21
xnor2_1 | 4 | 4
nand2_1 | 14 | 14
kinds of logic after synthesis:
family,share of synthesized area
other,0.002070
xor gates and xnor gates,0.03384
muxes,0.01105
AOI/OAI and AO/OA,0.2293
adders and majority gates,0.02763
DFF,0.2652
and+or+nand+nor,0.3308
buffers and inverters,0.1001
routing by layer:
metal	wire, um	track usage	share of wire
met1	2137	0.2293	0.49
met2	1937	0.2179	0.44
met4	58	0.03273	0.013
met5	0	0	0
met3	256	0.02900	0.058
Power is estimated from default activity; no workload was simulated.
